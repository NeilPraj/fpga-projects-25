[design/flow/run.sh]
#!/bin/bash
# OpenROAD 26Q1-2900-gdf79404cd8, Yosys 0.63+post, stock flow scripts
make -C /OpenROAD-flow-scripts/flow DESIGN_CONFIG=/design/flow/config.mk WORK_HOME=/design/flow/orfs finish
[design/flow/constraint.sdc]
current_design BCD_counter

set clk_period 1.2
set clk_io_pct 0.2

create_clock -name clk0 -period $clk_period [get_ports {clk}]

set non_clock_inputs [all_inputs -no_clocks]
set_input_delay [expr $clk_period * $clk_io_pct] -clock clk0 $non_clock_inputs
set_output_delay [expr $clk_period * $clk_io_pct] -clock clk0 [all_outputs]
[design/flow/config.mk]
export PLATFORM = sky130hd
export DESIGN_NAME = BCD_counter
export DESIGN_NICKNAME = BCD_counter
export VERILOG_FILES = /design/flow/design.v
export SDC_FILE = /design/flow/constraint.sdc
export NUM_CORES = 4
export LEC_CHECK = 1
export CORE_AREA = 10 10 70 70
export DIE_AREA = 0 0 80 80
[design/flow/design.v]
module BCD_counter (
    input  logic clk,
    input  logic rst_n,
    input  logic en,        
    output logic [3:0] bcd_out
);
    always_ff @(posedge clk or negedge rst_n) begin
        if (!rst_n)
            bcd_out <= 4'b0000;  
        else if (en) begin
            if (bcd_out < 4'd9)
                bcd_out <= bcd_out + 1;  
            else
                bcd_out <= 4'd0;  
        end
    end
endmodule
==> reports/highlights.md <==
- grt total ovfl: 0
- setup repair after global routing missed its margin: yes
- Yosys Instances: 22
- signal arrival time at the worst endpoint: 1.01 ns
- CTS Buf Count: 3
- pins over their slew limit: 0
- violated checks: setup timing
- core area: 3420 um2
- final routed wirelength across all metal layers: 682 um
- DP Worst Slack: -0.0833 ns
- relative max-transition margin: 0.866
- Seq share, synth: 0.430
- Int Pwr: 0.000702 W
- number of cell rows: 21
- clock tree from TritonCTS: built
- fraction of the cycle the final worst path needs: 1.04
- Cell variety after synth: 14
- final worst setup slack: -0.0465 ns
- Mean Syn Cell Area: 10.6 um2
- max-capacitance violation count: 0
- Die Span Y: 80 um
- area fraction in compound gates after synthesis: 0.274
- maximum number of pins on one net before global-route repair: 7
- YS warnings: 1
- vias in the first global route: 223
- gpl congestion: 0.803
- CP bufs+invs: 2
- Adder Area Share: 0.108
- floorplan die width: 80 um
- # DRC: 0
- Core Density at Floorplan: 0.0681
- static power due to leakage: 0.196 nW
- most common cell after layout, fill and taps aside: buf_4
- clock transition at the registers of the reported paths: 0.04 ns
- XOR/XNOR share of the synthesized area: 0
- share of total power consumed by net switching: 0.354
- average via count per standard cell: 2.80
- Iter 0 DRT Violations: 11
- cell type group with the largest total delay on the critical path: flip-flops
- highest net fanout along the worst path: 3
- Worst Hold Class: primary input to async pin
- master of the slowest instance on the critical path: dfrtp_1
- final design utilization: 0.136
- run status: complete, but fails checks
- shortest period the worst path allows: 1.25 ns
- first-pass GRT wire length: 1100 um
- fraction of final layout cells with drive strength greater than 1: 0.605
- CP endpoint kind: primary output
- data required time at the worst endpoint: 0.96 ns
- VDD IR max: 0.000490 V
- register share of total power: 0.250
- Switching Power: 0.000385 W
- buffer levels on the longest clock path: 2
- total power: 0.00109 W
- I/O pins: 7
- max reg flops: 4
- tool warnings: 28
- crit path launch type: flip-flop
- initial antenna violation count: 0
- total of endpoints with negative setup slack in the final report: 2
- number of hold-slack violations in the final timing report: 0
- Least-Margin Pin Slew: 0.200 ns
- Comb power frac: 0.593
- Max H-tree Level: 1
- chip area from the yosys synthesis statistics: 233 um2
- Cell Pwr Density: 2340 nW/um2
- crit-path max cell delay: 0.39 ns
- clock tree root driver cell: clkbuf_4
- number of standard cells after synthesis: 22
- average wire per cell in the routed design: 8.12 um
- main logic family after synthesis: AND-OR/OR-AND gates
- floorplan die area: 6400 um2
- fraction of synthesized area in multiplexers: 0
- Layout area overhead: 99.5%
- clock skew after layout: 0.00300 ns
- count of state elements after synthesis: 4
- Tot GR Track Use: 0.0232
- most numerous logic cells after layout: 6 x buf_4, 3 x dfrtp_1, 3 x clkbuf_4, 3 x dlygate4sd2_1
- Biggest register: bcd_out
- remaining number of nets flagged by the antenna check after routing: 0
- top flop regs: bcd_out (4)
- half-perimeter wire length after detailed placement: 465 um
- number of iterations in the first detailed-routing pass: 2
- CTS Hold Bufs: 0
- cells along the critical path: buf_4 > dlygate4sd2_1
- routed via count: 235
- sinks on the clock net: 4
- number of antenna cells inserted: 0
- area fraction in and, or, nand and nor cells after synthesis: 0.124
- timing-limited maximum frequency: 0.802 GHz
- tally of buffers added on design ports: 6
- worst skew pair latency: 0.24 ns
- part of the power in the clock network: 0.157
- category of the most critical setup path: flip-flop to primary output
- Cell Area, Synth: 233 um2
-- stage by stage --
step / hold slack [ns] / instances / area (um2) / TNS [ns]
floorplan: -0.0556 / 22 / 233 / 0
detailed placement: 0.469 / 79 / 388 / -0.218
global route: 0.214 / 84 / 464 / -0.166
global placement: 0.462 / 79 / 388 / -0.189
CTS: 0.214 / 84 / 454 / -0.277
finish: 0.208 / 84 / 464 / -0.0580
-- path summary, 6_finish.rpt --
check	start	end	slack, ns	cells past startpoint
setup / recovery	bcd_out[1]	bcd_out[1]	-0.05	2
hold / removal	rst_n	bcd_out[2]	0.21	1
setup reg to reg	bcd_out[1]	bcd_out[0]	-0.01	6
hold reg to reg	bcd_out[1]	bcd_out[1]	0.54	1
max in group asynchronous	rst_n	bcd_out[0]	0.80	1
min in group clk0	bcd_out[1]	bcd_out[1]	0.54	1
-- cell type report --
cell class | instances | area (um2)
Sequential cell | 4 | 101
Tap cell | 46 | 57.6
Fill cell | 382 | 2950
Inverter | 4 | 17.5
Multi-Input combinational cell | 14 | 153
Timing Repair Buffer | 13 | 113
Clock buffer | 3 | 22.5
-- routing by layer --
| metal | up-vias | global-route usage | share of wire |
|---|---|---|---|
| met5 | - | 0 | 0 |
| met4 | 0 | 0.00528 | 0.015 |
| met3 | 3 | 0.0261 | 0.18 |
| met2 | 10 | 0.0217 | 0.29 |
| met1 | 110 | 0.0314 | 0.52 |
| li1 | 112 | - | - |
-- Yosys cell counts --
library cell  number  area share
dfrtp_1            4        0.43
inv_1              4       0.064
ha_1               2        0.11
nand2_1            2       0.032
a211o_1            1       0.038
a211o_2            1       0.043
a211oi_1           1       0.032
a21o_2             1       0.038
a21oi_1            1       0.021
a31oi_1            1       0.027
a41oi_1            1       0.038
nand2b_4           1       0.059
nor3b_1            1       0.032
o21ai_2            1       0.038
-- logic make-up (layout without fill, tap and decap cells) --
group                    after synthesis  count (layout)
flip-flops                             4               4
adder cells (fa/ha/maj)                2               2
buffers and inverters                  4              20
AND-OR/OR-AND                          8               8
AND/OR/NAND/NOR                        4               4
-- power by group through the flow --
stage	Sequential (W)	Clock, W	Combinational [W]
finish	0.000272	0.000170	0.000645
global route	0.000276	0.000187	0.000708
CTS	0.000267	0.000174	0.000592
-- what timing repair did --
item,in CTS,in global routing
resized,12,7
hold endpoints to repair,0,0
pin swaps,1,3
buffers inserted,2,1
endpoints found under the setup margin,6,4
Power and IR drop assume default switching activity.
