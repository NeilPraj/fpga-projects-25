### ./design.v
module Binary_To_7seg (
    input i_clk, 
    input [3:0] i_binary_num, 
    output o_Seg_A,
    output o_Seg_B,
    output o_Seg_C,
    output o_Seg_D,
    output o_Seg_E,
    output o_Seg_F,
    output o_Seg_G
);
reg[6:0] r_Hex_Encoding = 7'h00;
always_ff @(posedge i_clk)
    begin
        case (i_binary_num)
			  4'b0000 : r_Hex_Encoding <= ~7'h7E;
			  4'b0001 : r_Hex_Encoding <= ~7'h30;
			  4'b0010 : r_Hex_Encoding <= ~7'h6D;
			  4'b0011 : r_Hex_Encoding <= ~7'h79;
			  4'b0100 : r_Hex_Encoding <= ~7'h33;          
			  4'b0101 : r_Hex_Encoding <= ~7'h5B;
			  4'b0110 : r_Hex_Encoding <= ~7'h5F;
			  4'b0111 : r_Hex_Encoding <= ~7'h70;
			  4'b1000 : r_Hex_Encoding <= ~7'h7F;
			  4'b1001 : r_Hex_Encoding <= ~7'h7B;
			  4'b1010 : r_Hex_Encoding <= ~7'h77;
			  4'b1011 : r_Hex_Encoding <= ~7'h1F;
			  4'b1100 : r_Hex_Encoding <= ~7'h4E;
			  4'b1101 : r_Hex_Encoding <= ~7'h3D;
			  4'b1110 : r_Hex_Encoding <= ~7'h4F;
			  4'b1111 : r_Hex_Encoding <= ~7'h47;
			  default : r_Hex_Encoding <= ~7'h7E;
        endcase
    end
assign o_Seg_A = r_Hex_Encoding[6];
assign o_Seg_B = r_Hex_Encoding[5];
assign o_Seg_C = r_Hex_Encoding[4];
assign o_Seg_D = r_Hex_Encoding[3];
assign o_Seg_E = r_Hex_Encoding[2];
assign o_Seg_F = r_Hex_Encoding[1];
assign o_Seg_G = r_Hex_Encoding[0];
endmodule
module Enable_1hz #(parameter DIVISOR = 50_000_000)(
    input   logic clk,  
    input   logic rst_n,  
    output  logic en_1hz  
);
    logic [$clog2(DIVISOR)-1:0] counter;
    always_ff @(posedge clk or negedge rst_n)
        begin
            if(!rst_n)
                begin
                    counter <= '0;
                    en_1hz <= 1'b0;
                end
            else
                begin
                    if(counter == DIVISOR -1 )
                        begin
                            counter <= '0;
                            en_1hz <= 1'b1;  
                        end
                    else
                        begin
                            counter <= counter + 1;
                            en_1hz <= 1'b0;  
                        end
                end
        end
endmodule       
module Top #(
    parameter DIVISOR = 50_000_000  
)(
    input logic i_clk, 
    input logic rst_n, 
    output logic o_Seg_A,
    output logic o_Seg_B,
    output logic o_Seg_C,
    output logic o_Seg_D,
    output logic o_Seg_E,
    output logic o_Seg_F,
    output logic o_Seg_G
);
    logic en_1hz;
    logic [3:0] counter;
	Enable_1hz #(
		 .DIVISOR(DIVISOR)
	) u_Enable_1hz (
		 .clk(i_clk), 
		 .rst_n(rst_n),
		 .en_1hz(en_1hz)
	);
    always_ff @(posedge i_clk or negedge rst_n)
        begin
            if(!rst_n)
                counter <= 4'd0;
            else if(en_1hz)
                counter <= counter + 1;
        end
    Binary_To_7seg u_Binary_To_7seg (
        .i_clk(i_clk),
        .i_binary_num(counter),
        .o_Seg_A(o_Seg_A),
        .o_Seg_B(o_Seg_B),
        .o_Seg_C(o_Seg_C),
        .o_Seg_D(o_Seg_D),
        .o_Seg_E(o_Seg_E),
        .o_Seg_F(o_Seg_F),
        .o_Seg_G(o_Seg_G)
    );
endmodule
### ./run.sh
#!/bin/bash
# OpenROAD 26Q1-2900-gdf79404cd8, Yosys 0.63+post, stock flow scripts
make -C /OpenROAD-flow-scripts/flow DESIGN_CONFIG=/design/flow/config.mk WORK_HOME=/design/flow/orfs finish
### ./config.mk
export PLATFORM = sky130hd
export DESIGN_NAME = Top
export DESIGN_NICKNAME = Top
export VERILOG_FILES = /design/flow/design.v
export SDC_FILE = /design/flow/constraint.sdc
export NUM_CORES = 4
export LEC_CHECK = 1
export CORE_AREA = 10 10 107 107
export DIE_AREA = 0 0 117 117
### ./constraint.sdc
current_design Top

set clk_period 4.9
set clk_io_pct 0.2

create_clock -name clk0 -period $clk_period [get_ports {i_clk}]

set non_clock_inputs [all_inputs -no_clocks]
set_input_delay [expr $clk_period * $clk_io_pct] -clock clk0 $non_clock_inputs
set_output_delay [expr $clk_period * $clk_io_pct] -clock clk0 [all_outputs]
==> summary.txt <==
yosys + openroad results -> most used flip-flop cell after synthesis dfrtp_1, Bufs on Longest Clock Path 2, Placeable Area approximately 9200 um2, distinct lib cells about 41, grt ovf 0, syn_area_per_cell roughly 11 um2, Final Max Slew Viols 0, top cells by count, synth dfrtp_1 (31), nand2_1 (12), a21oi_1 (10), nor2_1 (10), xnor2_1 (9), unrepaired setup endpoints after global routing no, CP Buf/Inv Count 1, mapped cell area 1960 um2, Iter 0 DRT Violations between 50 and 60, hold depth 1, Post-CTS Resized 0, share of layout cells above drive strength 1 around 15%, ant diodes 0, vias per std cell 4.41, Max-area cell share between 30% and 40%, WP depth 1, Crit Reg-Reg Startpoint u_Enable_1hz.counter[0], root buffer cell clkbuf_8, initial antenna violation count 0, DP Area approximately 2200 um2, Final Cell Area 2290 um2, CP peak stage delay roughly 0.46 ns, Post-synth ARST share between 80% and 90%, Std-Cell Rows 35, H-tree levels 2, Critical R2R Capture u_Enable_1hz.counter[1], CP top delay family buffers and inverters, Max Cap Viol 0, critical path arrival about 1.1 ns, Area Growth Syn to Fin 16.9%, endpoint class of the critical path primary output, die span in y about 120 um, Crit Path Max Fanout 1, gr usage total 5.62%, R2R depth 6, VDD IR max 0.144 mV, Post-CTS Setup Inserts 0, crit path from u_Binary_To_7seg.r_Hex_Encoding[5], Worst Setup Start Kind register, Final Routed Wirelength between 3000 and 4000 um, DRC violations left 0, CP endpoint o_Seg_B, Top Ports 9, YS warnings 3, total number of vias roughly 1300, outcome finished clean, CP Cell Sequence clkdlybuf4s50_1, WL/cell ~12 um, Post-synth regs 38, slowest CP cell clkdlybuf4s50_1, Post-Layout Cell Count around 310, Die X about 120 um, crit path kind reg2out, Initial DRT Pass Iterations 4, fin crit share between 40% and 50%, clk sinks 38, Power, Total around 650 uW, Yosys Chip Area about 2000 um2, CTS tree built, Rel. slew slack 62.8%, Seq share, synth 46.7%, Fin. Hold Viols 0, leakage power 0.953 nW, worst slew pin tran 0.558 ns, reg-to-reg slack, setup 2.96 ns, die area around 14000 um2, Starting Density a little over a fifth, Hold Path Class reg2reg, dpl hpwl ~2400 um, min Tclk post-route approximately 2.0 ns, cells in synth_stat.txt 182, CTS Buf Count 5, Final ANT Viol Nets 0, tool warnings 31, Max Clock Freq 489 MHz, count of input and output buffers 8, Post-synth EDFFs 0, Fin Setup TNS 0 ns, Placed Instances around 300, PwrDens around 280 nW/um2, top cells by area dfrtp_1 (40%), dfxtp_1 (7.1%), ha_1 (5.1%), Syn Inst Count roughly 180, largest net degree at the start of global routing 32, CTS Hold Bufs 0, vias in the first global route between 1000 and 1500, most frequent cell after synthesis dfrtp_1, Final GP Congestion ~0.81, Crit path required time 3.92 ns, endpoints failing setup 0, Clk Latency, worst-skew pair 0.29 ns, post-synth top area cell dfrtp_1, clock slew at reported path FFs around 0.08 ns, clk_skew between 0.004 and 0.005 ns, first-pass GRT wire length ~6400 um
==> placed cells by master (no fill, tap or decap), drive strengths merged, types with 2 or more instances in the layout <==
cell,n
o31ai,6
clkdlybuf4s50,8
nor4b,3
and3,5
dfrtp,31
nor2b,2
nand3,8
ha,8
nor3,2
or4,6
buf,2
or3,3
a21oi,11
nand2,12
clkbuf,6
xnor2,9
o21ai,7
nor2,18
mux2i,5
xor2,8
bufinv,2
dfxtp,7
and4,4
inv,5
nand4,9
==> where the power goes <==
part           internal, mW  switching, mW  total [mW]
registers             0.312              0       0.312
clock network         0.217          0.113       0.330
logic               0.00122        0.00491     0.00613
==> state kept, by name, indices dropped and copies added, names as in the netlist <==
name and count:
u_Enable_1hz.en_1hz 1, u_Enable_1hz.counter 26, counter 4, u_Binary_To_7seg.r_Hex_Encoding 7
==> worst min path at each step <==
stage                               startpoint                        to  slack [ns]
final                 u_Enable_1hz.counter[11]  u_Enable_1hz.counter[11]        0.50
after CTS             u_Enable_1hz.counter[11]  u_Enable_1hz.counter[11]        0.50
after global routing  u_Enable_1hz.counter[11]  u_Enable_1hz.counter[11]        0.54
==> logic make-up after synthesis <==
kind of cell	Yosys count	synth area share (%)
flip-flops	38	46.7
AND/OR/NAND/NOR	76	25.7
AND-OR/OR-AND	26	8.03
adder cells (fa/ha/maj)	8	5.10
multiplexers	6	3.70
buffers and inverters	11	3.25
XOR/XNOR	17	7.58
==> cell type report <==
| class | count | area [um2] |
|---|---|---|
| Multi-Input combinational cell | 133 | 983 |
| Clock buffer | 6 | 82.6 |
| Fill cell | 967 | 6900 |
| Inverter | 5 | 18.8 |
| Timing Repair Buffer | 10 | 95.1 |
| Sequential cell | 38 | 916 |
| Tap cell | 111 | 139 |
| Clock inverter | 2 | 60.1 |
==> per-stage QoR <==
stage	setup WS, ns	util [%]	hold slack, ns
2_1_floorplan	3.20	-	0.456
3_3_place_gp	3.02	23.4	0.483
3_5_place_dp	2.95	23.4	0.489
4_1_cts	2.83	25.0	0.499
5_1_grt	2.77	25.0	0.541
6_report	2.86	25.0	0.499
==> per-layer routing <==
| metal | track usage [%] | vias up | share of wire, % |
|---|---|---|---|
| met1 | 8.66 | 654 | 53 |
| li1 | - | 673 | - |
| met5 | 0 | - | 0 |
| met4 | 0.988 | 0 | 2.1 |
| met3 | 1.03 | 7 | 2.2 |
| met2 | 8.10 | 11 | 42 |
No activity file was given, so power comes from the tool's default toggle rates.
