$ cat run.sh
#!/bin/bash
# OpenROAD 26Q1-2900-gdf79404cd8, Yosys 0.63+post, stock flow scripts
make -C /OpenROAD-flow-scripts/flow DESIGN_CONFIG=/design/flow/config.mk WORK_HOME=/design/flow/orfs finish
$ cat config.mk
export PLATFORM = sky130hd
export DESIGN_NAME = EnableGen
export DESIGN_NICKNAME = EnableGen
export VERILOG_FILES = /design/flow/design.v
export SDC_FILE = /design/flow/constraint.sdc
export NUM_CORES = 4
export LEC_CHECK = 1
export CORE_AREA = 10 10 93 93
export DIE_AREA = 0 0 103 103
$ cat constraint.sdc
current_design EnableGen

set clk_period 4.0
set clk_io_pct 0.2

create_clock -name clk0 -period $clk_period [get_ports {clk}]

set non_clock_inputs [all_inputs -no_clocks]
set_input_delay [expr $clk_period * $clk_io_pct] -clock clk0 $non_clock_inputs
set_output_delay [expr $clk_period * $clk_io_pct] -clock clk0 [all_outputs]
$ cat design.v
module EnableGen #(parameter DIVISOR = 50_000_000)(
    input   logic clk,  
    input   logic rst_n,  
    output  logic en  
);
    logic [$clog2(DIVISOR)-1:0] counter;
    always_ff @(posedge clk or negedge rst_n)
        begin
            if(!rst_n)
                begin
                    counter <= '0;
                    en <= 1'b0;
                end
            else
                begin
                    if(counter == DIVISOR -1 )
                        begin
                            counter <= '0;
                            en <= 1'b1;  
                        end
                    else
                        begin
                            counter <= counter + 1;
                            en <= 1'b0;  
                        end
                end
        end
endmodule       
==> results.py <==
# Physical implementation metrics
metrics = {
    "logic_synthesis": {
        "ys_seq_share_pct": 49.6,
        "ys_warn_count": 1,
        "edf_count": 0,
        "ys_top_cells_by_area": "dfrtp_1 (50%), xnor2_1 (5.8%), xor2_1 (4.5%), nand3_1 (3.3%), nor2_1 (3.3%)",
        "ys_types": 30,
        "ys_top_cells_by_count": "dfrtp_1 (27), nor2_1 (12), nand2_1 (10), nand3_1 (9), xnor2_1 (9)",
        "yosys_most_used_dff": "dfrtp_1",
        "yosysTopAreaCell": "dfrtp_1",
        "yosys.area.top_type_share_pct": 49.6,
        "ys_chip_area_um2": 1360,
        "synth_async_sr_flop_share_pct": 100,
        "most_common_cell": "dfrtp_1",
        "netlist_area_um2": 1360,
        "synthCells": 135,
        "synth-seq-cells": 27,
        "avgSynthCellArea_um2": 10.1,
        "synth_stat.cells": 135,
    },
    "cells_and_area": {
        "flop_area_um2": 676,
        "syn2layout_area_growth_pct": 12.2,
        "instances_no_fill": 220,
        "drive_gt1_share_pct": 7.14,
        "fillerInstances": 739,
        "logic_area_um2": 658,
    },
    "final_timing": {
        "slew-limit-headroom_pct": 59.4,
        "hold_viol": 0,
        "slew_viol_final": 0,
        "finalSetupViolations": 0,
        "clock-skew-final_ns": 0.00222,
        "max_freq_ghz": 0.505,
        "finalSetupTns_ns": 0,
        "min_period_ns": 1.98,
        "tightest_slew_ns": 0.604,
        "finalWorstSetupSlack_ns": 2.02,
        "finalCritPeriodShare_pct": 49.5,
        "grt_setup_unrepaired": "false",
    },
    "hold_path": {
        "hp-class": "flop to flop",
    },
    "grt": {
        "met3_usage_pct": 0.677,
        "top_usage_layer": "met1",
        "grtUsageTotal_pct": 5.09,
        "antenna_found_initial": 0,
        "grt_pass1_wl_um": 4470,
        "grtUsageMet1_pct": 7.83,
        "grt_start_max_net_pins": 28,
        "grt_pass1_vias": 927,
        "grt-ovfl-total": 0,
        "use_met2_pct": 7.65,
    },
    "setup_path": {
        "critPathKind": "flop to flop",
        "critPathMaxFanout": 10,
        "start_kind": "flop",
        "critPathRequiredTime_ns": 4.20,
        "end_kind": "flop",
        "arrival_ns": 2.18,
    },
    "placed_design": {
        "gp_congestion": 0.777,
        "pre_cts_ws_ns": 2.01,
        "portBuffers": 2,
        "dp.final_hpwl_um": 1800,
        "place_inst": 216,
    },
    "detailed_routing": {
        "drc": 0,
        "via_count": 980,
        "drt-initial-drc-count": 85,
        "n_antenna_cell": 0,
        "detail-route-antenna-nets": 0,
        "dr.pass1.iters": 4,
        "drt-vias-per-instance": 4.45,
        "finalWirelength_um": 2600,
        "routedWlPerCell_um": 11.8,
    },
    "pwr": {
        "power_mw": 0.434,
        "powerDensity_nw_per_um2": 284,
        "p_leak_nw": 0.618,
        "ir_worst_vdd_v": 0.000120,
    },
    "clock_tree": {
        "cts_buffer_depth": 2,
        "clk_pin_slew_ns": 0.09,
        "numCtsBuffers": 3,
        "htreeDepth": 1,
        "cts-root-buf": "clkbuf_8",
        "cts_setup_buffers": 0,
        "clock-sinks": 27,
        "cts.repair.resized": 0,
        "insertion_delay_ns": 0.27,
        "cts_tree": "built",
        "cts_hold_buf": 0,
    },
    "floorplanning": {
        "chipWidth_um": 103,
        "core-area_um2": 6760,
        "die_h_um": 103,
        "die_area_um2": 10600,
        "io_pins": 3,
        "rows": 30,
        "initial_utilization_pct": 20.2,
    },
    "flow_run": {
        "warning_count": 26,
        "drv_cap": 0,
    },
    "status": {
        "outcome": "finished clean",
    },
}
[critical path, cell delays in order, from the launching register on]
cell     delay [ns]
dfrtp_1        0.42
nand4_1        0.26
or3_1          0.57
or4_1          0.51
a21oi_1        0.15
[through the flow]
| step | util (%) | instance area, um^2 | hold slack, ns |
|---|---|---|---|
| after floorplan | - | 1360 | 0.464 |
| after global placement | 22.0 | 1480 | 0.495 |
| after detailed placement | 22.0 | 1480 | 0.491 |
| after CTS | 22.6 | 1530 | 0.503 |
| after global routing | 22.6 | 1530 | 0.519 |
| final | 22.6 | 1530 | 0.500 |
[cells in the final DEF (no fill, tap or decap), types with 2 or more instances in the layout]
master	count
a21oi_1	8
and3_1	5
and4_1	4
buf_4	2
clkbuf_8	3
clkdlybuf4s50_1	2
dfrtp_1	27
ha_1	2
inv_1	4
nand2_1	10
nand3_1	9
nand4_1	6
nor2_1	12
nor4_1	4
o21ai_0	5
o31ai_1	2
or3_1	4
or4_1	3
xnor2_1	9
xor2_1	7
[cell type report]
class,count,share of cell area (%)
flip-flops and latches,27,44.2
multi-input cells,101,43.0
well taps,80,6.55
clock buffers,4,2.95
repair buffers,4,2.29
inverters,4,0.982
[worst paths after layout]
kind,startpoint,end,slack (ns),cells past startpoint
max,counter[6]$_DFF_PN0_,counter[19]$_DFF_PN0_,2.02,4
min,counter[9]$_DFF_PN0_,counter[9]$_DFF_PN0_,0.50,1
max reg2reg,counter[6]$_DFF_PN0_,counter[19]$_DFF_PN0_,2.02,4
min reg2reg,counter[9]$_DFF_PN0_,counter[9]$_DFF_PN0_,0.50,1
max in group asynchronous,rst_n,counter[9]$_DFF_PN0_,2.84,2
min in group asynchronous,rst_n,counter[22]$_DFF_PN0_,0.89,2
[logic make-up after synthesis]
logic type	count (synthesis)	synth area share, %
flip-flops	27	49.6
buffers and inverters	7	2.11
AND/OR/NAND/NOR	67	29.7
adder cells (fa/ha/maj)	2	1.84
XOR/XNOR	16	10.3
AND-OR/OR-AND	16	6.52
[registers in the layout (all words and copies together), names as in the netlist]
signal	cells
en	1
counter	26
[routing by layer]
layer,part of all wire [%],vias to the layer above
li1,-,497
met1,51,467
met2,46,14
met5,0,-
met4,0.81,0
met3,2.2,2
[report_power, final]
| group | switching (mW) | leakage, nW | internal, mW |
|---|---|---|---|
| combinational | 0.00530 | 0.227 | 0.00149 |
| clock | 0.0833 | 0.0228 | 0.0713 |
| sequential | 0 | 0.368 | 0.273 |
| total | 0.0887 | 0.618 | 0.345 |
Power and IR drop assume default switching activity.
